--- flow/design.v ---
module ALU_Top #(parameter width = 16 ,
                   Arith_width = width + width ,
                   Logic_width = width,	
                   CMP_width   = width,
                   Shift_width = width)(
input wire [width-1:0] A,
input wire [width-1:0] B,
input wire CLK,
input wire RST,
input wire [3:0] ALU_FUN,
output wire [Arith_width-1:0]  Arith_OUT,
output wire                    Carry_OUT,
output wire                    Arith_Flag,
output wire [Logic_width-1:0]  Logic_OUT,  
output wire                    Logic_Flag,
output wire [CMP_width-1:0]    CMP_OUT,    
output wire                    CMP_Flag,
output wire [Shift_width-1:0]  Shift_OUT,
output wire                    Shift_Flag
);
wire Arith_Enable ,Logic_Enable , CMP_Enable , Shift_Enable;
DECODER u_decoder(
.ALU_FUN(ALU_FUN[3:2]),
.Arith_Enable(Arith_Enable),
.Logic_Enable(Logic_Enable),
.CMP_Enable(CMP_Enable),
.Shift_Enable(Shift_Enable)
);
ARITHMETIC_UNIT #(.width(width),.Arith_width(Arith_width)) u_arithmatic(
.A(A),
.B(B),
.ALU_FUN(ALU_FUN[1:0]),
.CLK(CLK),
.RST(RST),
.Arith_Enable(Arith_Enable),
.Arith_OUT(Arith_OUT),
.Carry_OUT(Carry_OUT),
.Arith_Flag(Arith_Flag)
);
LOGIC_UNIT #(.width(width),.Logic_width(Logic_width)) u_logic(
.A(A),
.B(B),
.ALU_FUN(ALU_FUN[1:0]),
.CLK(CLK),
.RST(RST),
.Logic_Enable(Logic_Enable),
.Logic_OUT(Logic_OUT),
.Logic_Flag(Logic_Flag)
);
CMP_UNIT #(.width(width),.CMP_width(CMP_width)) u_cmp(
.A(A),
.B(B),
.ALU_FUN(ALU_FUN[1:0]),
.CLK(CLK),
.RST(RST),
.CMP_Enable(CMP_Enable),
.CMP_OUT(CMP_OUT),
.CMP_Flag(CMP_Flag)
);
SHIFT_UNIT #(.width(width),.Shift_width(Shift_width)) u_shift(
.A(A),
.B(B),
.ALU_FUN(ALU_FUN[1:0]),
.CLK(CLK),
.RST(RST),
.Shift_Enable(Shift_Enable),
.Shift_OUT(Shift_OUT),
.Shift_Flag(Shift_Flag)
);
endmodule
module ARITHMETIC_UNIT #(parameter width = 16 , Arith_width = width + width )(
input wire signed [width-1:0] A,
input wire signed [width-1:0] B, 
input wire [1:0] ALU_FUN,
input wire Arith_Enable,
input wire CLK,
input wire RST,
output reg signed [Arith_width-1:0] Arith_OUT,
output reg        Carry_OUT,
output reg        Arith_Flag
);
reg [Arith_width-1:0] Arith_OUT0;
reg                   Carry_OUT0;
reg                   Arith_Flag0;
always @(posedge CLK, negedge RST)
  begin 
    if(!RST)
	 begin
	    Arith_OUT <= 'b0;
		Carry_OUT <= 16'b0;
		Arith_Flag<= 1'b0;
	 end
	else
	 begin
	    Arith_OUT <= Arith_OUT0;
		Carry_OUT <= Carry_OUT0;
		Arith_Flag<= Arith_Flag0;
	 end
  end
always @(*)
  begin
     if(Arith_Enable)
	 begin
	     Arith_Flag0 = 1'b1;
	     case(ALU_FUN)
		     2'b00 : {Carry_OUT0,Arith_OUT0} = A+B;
			 2'b01 : {Carry_OUT0,Arith_OUT0} = A-B;
			 2'b10 : {Carry_OUT0,Arith_OUT0} = A*B;
			 2'b11 : {Carry_OUT0,Arith_OUT0} = A/B;
		  endcase
	 end
	 else
	   begin
	     Arith_OUT0  = 'b0;
		 Arith_Flag0 = 1'b0;
	   end
  end
endmodule
module CMP_UNIT #(parameter width = 16 , CMP_width   = width )(
input wire  [width-1:0] A,
input wire  [width-1:0] B, 
input wire [1:0] ALU_FUN,
input wire CMP_Enable,
input wire CLK,
input wire RST,
output reg [CMP_width-1:0] CMP_OUT,
output reg         CMP_Flag
);
reg [CMP_width-1:0] CMP_OUT0;
reg                 CMP_Flag0 ;
reg [CMP_width-1:0] EQ ;
reg [CMP_width-1:0] GR ; 
reg [CMP_width-1:0] LW;
always @(posedge CLK , negedge RST)
  begin
    if(!RST)
	 begin
	    CMP_OUT <= 'b0;
		CMP_Flag<= 1'b0;
	 end
	else
	 begin
	    CMP_OUT <= CMP_OUT0;
		CMP_Flag<= CMP_Flag0;
	 end
  end
always @(*)
  begin
     if(A==B)
       EQ ='b1;
     else 
       EQ ='b0;
     if(A>B)
       GR ='b10;
     else 
       GR ='b0;
     if(A<B)
       LW ='b11;
     else 
       LW ='b0;
     if(CMP_Enable)
	   begin
	     CMP_Flag0 = 1'b1;
	     case(ALU_FUN)
		     2'b00 : CMP_OUT0 = 'b0;
			 2'b01 : CMP_OUT0 = EQ;
			 2'b10 : CMP_OUT0 = GR;
			 2'b11 : CMP_OUT0 = LW;
		  endcase
	   end
	 else
	   begin
	     CMP_OUT0  = 'b0;
		 CMP_Flag0 = 1'b0;
	   end
  end
endmodule
module DECODER(
input  wire [3:2] ALU_FUN,
output reg Arith_Enable,
output reg Logic_Enable,
output reg CMP_Enable, 
output reg Shift_Enable
);
always @(*)
   begin
     Arith_Enable   = 1'b0;
	 Logic_Enable = 1'b0;
	 CMP_Enable   = 1'b0;
	 Shift_Enable = 1'b0;
     case(ALU_FUN)
	     2'b00 : Arith_Enable = 1'b1;
	     2'b01 : Logic_Enable = 1'b1;
	     2'b10 : CMP_Enable   = 1'b1;
	     2'b11 : Shift_Enable = 1'b1;
	  endcase
   end 
 endmodule
module LOGIC_UNIT #(parameter width = 16 , Logic_width = width)(
input wire  [width-1:0] A,
input wire  [width-1:0] B, 
input wire [1:0] ALU_FUN,
input wire Logic_Enable,
input wire CLK,
input wire RST,
output reg [Logic_width-1:0] Logic_OUT,
output reg         Logic_Flag
);
reg [Logic_width-1:0] Logic_OUT0; 
reg                   Logic_Flag0 ;
always @(posedge CLK, negedge RST)
  begin
    if(!RST)
	 begin
	    Logic_OUT <= 'b0;
		Logic_Flag<= 1'b0;
	 end
	else
	 begin
	  Logic_OUT <= Logic_OUT0;
		Logic_Flag<= Logic_Flag0;
	 end
  end
always @(*)
  begin
     if(Logic_Enable)
	 begin
	     Logic_Flag0 = 1'b1;
	     case(ALU_FUN)
		   2'b00 : Logic_OUT0 = A&B;
			 2'b01 : Logic_OUT0 = A|B;
			 2'b10 : Logic_OUT0 = ~(A&B);
			 2'b11 : Logic_OUT0 = ~(A|B);
		  endcase
	 end
	 else
	   begin
	     Logic_OUT0  = 'b0;
		 Logic_Flag0 = 1'b0;
	   end
  end
endmodule
module SHIFT_UNIT #(parameter width = 16 , Shift_width = width)(
input wire  [width-1:0] A,
input wire  [width-1:0] B, 
input wire [1:0] ALU_FUN,
input wire Shift_Enable,
input wire CLK,
input wire RST,
output reg [Shift_width-1:0] Shift_OUT,
output reg         Shift_Flag
);
reg [Shift_width-1:0] Shift_OUT0;
reg                   Shift_Flag0 ;
always @(posedge CLK, negedge RST)
  begin
    if(!RST)
	 begin
	    Shift_OUT <= 'b0;
		Shift_Flag<= 1'b0;
	 end
	else
	 begin
	    Shift_OUT <= Shift_OUT0;
		Shift_Flag<= Shift_Flag0;
	 end
  end
always @(*)
  begin
     if(Shift_Enable)
	 begin
	     Shift_Flag0 = 1'b1;
	     case(ALU_FUN)
		     2'b00 : Shift_OUT0 = A>>1'b1;
			 2'b01 : Shift_OUT0 = A<<1'b1;
			 2'b10 : Shift_OUT0 = B>>1'b1;
			 2'b11 : Shift_OUT0 = B<<1'b1;
		  endcase
	 end
	 else
	   begin
	     Shift_OUT0  = 'b0;
		 Shift_Flag0 = 1'b0;
	   end
  end
endmodule
--- flow/run.sh ---
#!/bin/bash
# OpenROAD 26Q1-2900-gdf79404cd8, Yosys 0.63+post, stock flow scripts
make -C /OpenROAD-flow-scripts/flow DESIGN_CONFIG=/design/flow/config.mk WORK_HOME=/design/flow/orfs finish
--- flow/config.mk ---
export PLATFORM = sky130hd
export DESIGN_NAME = ALU_Top
export DESIGN_NICKNAME = ALU_Top
export VERILOG_FILES = /design/flow/design.v
export SDC_FILE = /design/flow/constraint.sdc
export NUM_CORES = 4
export LEC_CHECK = 1
export CORE_UTILIZATION = 50
--- flow/constraint.sdc ---
current_design ALU_Top

set clk_period 1.0
set clk_io_pct 0.2

create_clock -name clk0 -period $clk_period [get_ports {CLK}]

set non_clock_inputs [all_inputs -no_clocks]
set_input_delay [expr $clk_period * $clk_io_pct] -clock clk0 $non_clock_inputs
set_output_delay [expr $clk_period * $clk_io_pct] -clock clk0 [all_outputs]
==> flow_summary.ini <==
; flow metrics
[synth]
synthCells = 6222
syn_area_um2 = 45960
ys_cells = 6222
numSynthFlops = 72
synth_area_per_cell_um2 = 7.387
synth-async-reset-ratio_pct = 98.61
flop_cell = dfrtp_1
ys_warn_count = 5
edf_count = 0
synth_cell_types = 115
yosys_area_um2 = 45960

[sta]
finalSetupTns_ps = -2036410
hold_viol_final = 71
setup_viol = 137
timing.final.crit_period_ps = 63920
unclocked_regs = 1
slew_violations = 0
tightest_slew_ps = 839.4
finalCritPeriodShare_pct = 6392
rsz0062_at_grt = true
setup_slack_ps = -62920
untimed_endpoints = 2
relSlewSlack_pct = 43.64
max_freq_ghz = 0.01564
fin_hold_ws_ps = -151.1

[worst_setup_path]
critical_path.max_stage_delay_ps = 620
critPathRequiredTime_ps = 1240
crit_fanout = 12
crit_type = input port to register
crit_start = B[0]
cp.arrival_ps = 64160
path_common_cell = a21o_1
startpoint_type = input port
slowest_stage = or4_4
endpoint_kind = register

[placed_design]
place_ws_ps = -66250
io_buffers = 108
post-dp-hpwl_mm = 167.2
place_congestion = 1.100
placed_area_um2 = 68750

[floorplan]
ios = 123
chipArea_um2 = 93140
die_width_um = 305.2
die_height_um = 305.2
num_rows = 110
core_util_floorplan_pct = 50.75
coreArea_um2 = 90560

[global_route]
grt_max_degree = 72
overflow = 0
grt_use_total_pct = 45.41
grt_pass1_vias = 57470
grt_pass1_wl_mm = 322.6
antenna_found_initial = 6

[drt]
wl_per_cell_um = 21.07
detail-route-antenna-nets = 0
firstDrtPassIters = 7
drt-total-wl_mm = 216.7
route.detailed.drc = 0
viasPerCell = 5.902
vias = 60700
initialDrtViolationCount = 5099

[layout]
final_cell_area_um2 = 76210
fillers = 5048
flop_area_um2 = 1804
drive_gt1_share_pct = 42.53
comb_area_um2 = 47550
postLayoutCoreUtil_pct = 84.16
final_cell_mix = 2,672 x buf_4, 610 x nand2_1, 577 x ha_1, 553 x nor2_1, 452 x inv_1
area_growth_pct = 65.81
lay_top_count = buf_4

[flow_run]
maxCapViolCount = 0
warning_count = 65

[clock_network]
cts_root_buffer = clkbuf_16
cts_buffers = 9
cts_tree = yes
clk_path_buf_depth = 2
clkTransAtPathRegs_ps = 80
htreeDepth = 3

[outcome]
violations = negative hold slack, negative setup slack
status = finished with violations

[worst_hold_path]
hold_class = input port to async pin
kinds of logic (layout without fill, tap and decap cells):
family	Yosys count	after routing	synth area share, %
adder cells (fa/ha/maj)	959	959	30.42
multiplexers	109	109	2.940
AND/OR/NAND/NOR	2008	2011	20.25
flip-flops	71	71	3.865
latches	1	1	0.03266
XOR/XNOR	491	491	9.356
AND-OR/OR-AND	1846	1846	26.92
buffers and inverters	735	3436	6.206
other	2	185	0.01634
area by class of cell:
| type | count | area share [%] |
|---|---|---|
| multi-input combinational | 5600 | 62.39 |
| timing repair buffer | 2926 | 30.34 |
| inverter | 494 | 2.541 |
| sequential | 72 | 2.367 |
| tap | 1176 | 1.931 |
| clock buffer | 10 | 0.3004 |
| clock inverter | 6 | 0.1215 |
| antenna | 1 | 0.003283 |
flip-flops by register name, indices dropped and copies added (netlist names):
name and count:
u_logic.Logic_Flag 1, u_shift.Shift_Flag 1, u_arithmatic.Arith_Flag 1, u_arithmatic.Carry_OUT 1, u_logic.Logic_OUT 16, u_cmp.CMP_Flag 1, u_cmp.CMP_OUT 2, u_arithmatic.Arith_OUT 32
u_shift.Shift_OUT 16, u_arithmatic.Carry_OUT0 1
synth_stat cells (all sizes together) (114+ instances only):
master,n,area (um2)
ha,695,8696
nand2,645,2426
nor2,612,2300
a21oi,488,2450
inv,483,1813
o21ai,325,1630
xnor2,319,2794
fa,264,5285
a21o,217,1629
clkbuf,179,671.9
xor2,172,1506
nor3,164,835.8
o21a,118,885.9
nand3,114,570.6
stage by stage:
step / instances
2_1_floorplan: 6404
3_3_place_gp: 9927
3_5_place_dp: 9927
4_1_cts: 10170
5_1_grt: 10280
6_report: 10290
final timing paths:
check / slack (ps) / end / cells after the start
max: -62920 / u_arithmatic.Arith_OUT[13] / 336
min: -150 / u_shift.Shift_OUT[3] / 2
max in group asynchronous: 790 / u_logic.Logic_OUT[12] / 2
min in group clk0: 330 / u_logic.Logic_OUT[14] / 4
worst max-delay path, delay by kind of cell:
kind	cells	cell delay, ps
AND-OR/OR-AND	150	28610
XOR/XNOR	1	140
multiplexers	7	1870
adder cells (fa/ha/maj)	32	8630
AND/OR/NAND/NOR	92	16470
buffers and inverters	54	8100
per-layer routing:
layer / up-vias / wire length (um) / GRT usage (%)
li1: 28020 / - / -
met3: 884 / 26520 / 13.62
met2: 3407 / 90830 / 68.14
met5: - / 57 / 0.3618
met1: 28380 / 85680 / 61.65
met4: 10 / 13570 / 18.57
what timing repair did:
item	CTS	global route
gates resized	536	545
pin swaps	234	302
buffers inserted	214	119
endpoints found under the setup margin	138	138
hold endpoints to repair	71	71
cloned	8	2
