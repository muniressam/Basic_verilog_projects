`/design/flow/run.sh`:
```
#!/bin/bash
# OpenROAD 26Q1-2900-gdf79404cd8, Yosys 0.63+post, stock flow scripts
make -C /OpenROAD-flow-scripts/flow DESIGN_CONFIG=/design/flow/config.mk WORK_HOME=/design/flow/orfs finish
```
`/design/flow/config.mk`:
```
export PLATFORM = sky130hd
export DESIGN_NAME = Register_File
export DESIGN_NICKNAME = Register_File
export VERILOG_FILES = /design/flow/design.v
export SDC_FILE = /design/flow/constraint.sdc
export NUM_CORES = 4
export LEC_CHECK = 1
export CORE_UTILIZATION = 50
```
`/design/flow/constraint.sdc`:
```
current_design Register_File

set clk_period 1.5
set clk_io_pct 0.2

create_clock -name clk0 -period $clk_period [get_ports {CLK}]

set non_clock_inputs [all_inputs -no_clocks]
set_input_delay [expr $clk_period * $clk_io_pct] -clock clk0 $non_clock_inputs
set_output_delay [expr $clk_period * $clk_io_pct] -clock clk0 [all_outputs]
```
`/design/flow/design.v`:
```
module Register_File #(parameter Addr  = 4,
                       parameter width = 8,
					   parameter depth = 16
)(
input wire [width-1:0]  WrData,
input wire [Addr -1:0]  Address,
input wire              WrEn,
input wire              RdEn,
input wire              CLK,
input wire              RST,
output reg              RdData_Valid,
output reg  [width-1:0] RdData,
output wire [width-1:0] REG0,
output wire [width-1:0] REG1,
output wire [width-1:0] REG2,
output wire [width-1:0] REG3
);
reg [width-1:0] Reg_File [depth-1:0] ;
integer i;
always @(posedge CLK , negedge RST)
begin
if(!RST)
 begin
 RdData   <= 'b0 ;
 RdData_Valid <= 1'b0;
  for(i=0 ; i<depth ; i=i+1) begin
     if(i==2) begin
	     Reg_File[i] <= 'b100000_01; 
	 end else if (i==3) begin
	     Reg_File[i] <= 'b10_0000;
	 end else begin
	     Reg_File[i] <= 'b0;
	 end
  end
 end
else
 begin
    if(WrEn & !RdEn)
	  begin
	     Reg_File[Address] <= WrData;
	  end
	else if(RdEn & !WrEn)
	  begin
	     RdData <= Reg_File[Address] ;
		 RdData_Valid <= 1'b1;
	  end
 end
 end
assign REG0 = Reg_File[0];
assign REG1 = Reg_File[1];
assign REG2 = Reg_File[2];
assign REG3 = Reg_File[3];
 endmodule
```
==> results.json <==
{
  "slew_headroom_pct": 68.7,
  "postSynthSeqShare_pct": 53.2,
  "rsz0062_at_grt": "yes",
  "critPathRequiredTime_ps": 1810,
  "yosys_area_um2": 6450,
  "antenna_cells": 0,
  "seqPwrFrac_pct": 42.2,
  "grt_pass1_vias": 4969,
  "r2r_slack_ps": -140,
  "dp_cells": 793,
  "fin_crit_sh_pct": 109,
  "fin_crit_ps": 1640,
  "cap_violations": 0,
  "cts_tree": "built",
  "ys_cells": 506,
  "internal_power_mw": 8.60,
  "drive_gt1_share_pct": 52.2,
  "holdCritPathClass": "primary input to asynchronous set/reset pin",
  "vias": 4980,
  "grt_max_degree": 48,
  "switching_share_pct": 24.7,
  "p_leak_nw": 4.21,
  "viasPerCell": 5.72,
  "power_density_nw_per_um2": 1250,
  "routabilityCongestion": 0.899,
  "final_area_um2": 9170,
  "ir_drop_mv": 1.15,
  "ys.flop_type": "dfrtp_1",
  "ant_nets": 0,
  "fmax_mhz": 610,
  "die_y_um": 116,
  "worst_setup_path_end_kind": "flop",
  "portBuffers": 56,
  "final_cell_mix": "dfrtp_1, mux2_2, buf_4",
  "synth_area_leader_cell": "dfrtp_1",
  "reg2reg_from": "Reg_File[3][0]",
  "ys_warn_count": 2,
  "clk_latency_ps": 410,
  "instances_no_fill": 871,
  "antenna_found_initial": 0,
  "tns_ps": -293,
  "grt-ovfl-total": 0,
  "finalMaxSlewViolations": 0,
  "edf_count": 0,
  "hold_violations": 39,
  "setup_violations": 3,
  "fin_skew_ps": 6.93,
  "dp_hpwl_um": 12200,
  "h-tree-depth": 4,
  "switchingPower_mw": 2.83,
  "clock-sinks": 137,
  "drt_wl_total_um": 18400,
  "violations": "negative hold slack, negative setup slack",
  "clkSlewWorstSetupHoldPaths_ps": 60,
  "grt_first_pass_wirelength_um": 28600,
  "syn_inst": 506,
  "reg2reg_depth": 6,
  "start_kind": "flop",
  "dr.pass1.iters": 4,
  "fp.coreArea_um2": 12600,
  "syn_to_final_growth_pct": 42.2,
  "p_comb_share_pct": 19.8,
  "top_cell_area_share_pct": 52.0,
  "ys_types": 54,
  "tightest_slew_ps": 470,
  "lay_top_count": "dfrtp_1",
  "grt_usage_pct": 30.5,
  "cp_data_arrival_time_ps": 1950,
  "warnings": 30,
  "dpl_worst_slack_ps": -907,
  "cp_max_fo": 2,
  "outcome": "complete, but fails checks",
  "worstSetupStartpoint": "Reg_File[3][0]",
  "cts_buffer_depth": 2,
  "area_leaders": "dfrtp_1, mux2_2, a22oi_1",
  "synthArstFlopShare_pct": 100,
  "core.rowCount": 41,
  "synth_area_um2": 6450,
  "io_pins": 57,
  "cts_inserted_buffers": 17,
  "path_class": "flop to flop",
  "die_w_um": 116,
  "routedWlPerCell_um": 21.1,
  "fp_util_pct": 51.1,
  "place_area_um2": 7870,
  "postLayoutSetupSlackWorst_ps": -140,
  "ys.flops": 137,
  "whs_ps": -173,
  "nFillCells": 874,
  "pwr-share-clk_pct": 37.9,
  "drc": 0,
  "dr.first_iter.drc_count": 259,
  "critPathCapture": "RdData[0]",
  "clockRootBuffer": "clkbuf_16",
  "die_area_um2": 13400,
  "syn_area_per_cell_um2": 12.7,
  "regToRegEndpoint": "RdData[0]"
}
[per-stage QoR]
stage               utilization [%]  power (mW)  hold slack [ps]
CTS                            71.1        11.4             -168
global placement               62.4        6.78              268
global route                   72.7        11.9             -154
finish                         72.7        11.4             -173
detailed placement             62.4        6.82              272
floorplan                         -        5.75             4.41
[routing by layer]
layer | GRT usage [%] | share of wire (%) | wire [um]
met5 | 0 | 0 | 0
met2 | 42.8 | 44 | 8100
met4 | 2.77 | 1.1 | 195
met1 | 51.0 | 48 | 8730
met3 | 9.16 | 7.3 | 1330
[logic make-up after synthesis]
logic type	count (synthesis)	share of synthesized area (%)
flip-flops	137	53.2
AND/OR/NAND/NOR	105	9.55
buffers and inverters	36	3.20
AND-OR/OR-AND	91	10.1
multiplexers	137	23.9
[power groups by stage]
stage         clock, mW  combinational, mW  sequential [mW]
CTS                4.41               2.22             4.80
global route       4.55               2.46             4.90
finish             4.34               2.27             4.83
[cell type report]
| cell class | count | area [um2] | area share [%] |
|---|---|---|---|
| inverter | 3 | 11.3 | 0.123 |
| sequential | 137 | 3430 | 37.4 |
| tap | 172 | 215 | 2.35 |
| timing repair buffer | 194 | 1730 | 18.8 |
| multi-input combinational | 333 | 3160 | 34.4 |
| clock inverter | 10 | 140 | 1.53 |
| clock buffer | 22 | 484 | 5.28 |
[worst min-delay path by stage]
stage / cells after the start / from / slack [ps] / end
6_report: 1 / RST / -170 / Reg_File[12][7]
5_1_grt: 1 / RST / -150 / Reg_File[12][7]
4_1_cts: 1 / RST / -170 / Reg_File[12][7]
[registers in the layout, indices dropped and copies added (netlist names)]
| register | flops |
|---|---|
| Reg_File | 128 |
| RdData | 8 |
| RdData_Valid | 1 |
[worst max-delay path, stage by stage, from the launching register on]
cell and delay (ps):
dfrtp_1 380, buf_4 130, mux2_4 260, nand3_2 80, o311ai_2 100, or4_1 400, a22o_1 180
[Yosys cell counts, drive strengths merged, types with 5 or more instances]
cell and instances:
nand2 28, o22ai 10, a21oi 17, nand3b 9, nor2b 8, nand3 10
or3 5, buf 18, a2111oi 6, nand2b 8, mux2 134, o21ai 10
a22oi 21, clkbuf 15, dfrtp 134, nor2 13
[timing repair]
action / CTS / global route
gates cloned: 1 / 1
resized: 110 / 33
pin swaps: 13 / 14
endpoints found under the hold margin: 39 / 39
endpoints found under the setup margin: 177 / 55
setup buffers: 44 / 2
No activity file was given, so power comes from the tool's default toggle rates.
